===== /design/flow/design.v =====
module max_c(input [31:0] i1, 
            input [31:0] i2,
            output [31:0] max); 
    assign max = (i1 > i2) ? i1 : i2;
endmodule
module max_pool_2x2 (
    input [31:0] v1,
    input [31:0] v2,
    input [31:0] v3,
    input [31:0] v4,
    input en, 
    input clk,
    output reg [31:0]selected );  
    wire [31:0] max12;
    wire [31:0] max34;
    wire [31:0] max_all;
    max_relu m1 (v1, v2, max12);
    max_relu m2 (v3, v4, max34);
    max_c m3 (max12, max34, max_all); 
    always @ (posedge clk)
    begin
        if (en) begin
            selected = max_all;
        end
    end
endmodule
module max_relu( input [31:0] i1, 
            input [31:0] i2,
            output [31:0] max); 
    assign max = (~i1[31]) ? 
                        ((~i2[31]) ? 
                                ((i1[30:0] > i2[30:0]) ? 
                                        i1 
                                        : i2) 
                                : i1) 
                        : ((~i2[31]) ? 
                                i2 
                                : 0);
endmodule

===== /design/flow/run.sh =====
#!/bin/bash
# OpenROAD 26Q1-2900-gdf79404cd8, Yosys 0.63+post, stock flow scripts
make -C /OpenROAD-flow-scripts/flow DESIGN_CONFIG=/design/flow/config.mk WORK_HOME=/design/flow/orfs finish

===== /design/flow/config.mk =====
export PLATFORM = sky130hd
export DESIGN_NAME = max_pool_2x2
export DESIGN_NICKNAME = max_pool_2x2
export VERILOG_FILES = /design/flow/design.v
export SDC_FILE = /design/flow/constraint.sdc
export NUM_CORES = 4
export LEC_CHECK = 1
export CORE_UTILIZATION = 40

===== /design/flow/constraint.sdc =====
current_design max_pool_2x2

set clk_period 16.8
set clk_io_pct 0.2

create_clock -name clk0 -period $clk_period [get_ports {clk}]

set non_clock_inputs [all_inputs -no_clocks]
set_input_delay [expr $clk_period * $clk_io_pct] -clock clk0 $non_clock_inputs
set_output_delay [expr $clk_period * $clk_io_pct] -clock clk0 [all_outputs]

==> metrics.csv <==
metric;value;unit
Crit Path Max Fanout;23;
Avg Cell Area, Syn;9.81;um^2
Max VDD drop;0.0479;mV
Die Y;116;um
CTS Hold Buffers Added;0;
routability-driven placement congestion ratio;0.901;
grt ovf;0;
first-pass GRT wire length;21.0;mm
Main area contributors;ha_1 22%, edfxtp_1 18%, a22oi_4 12%;
largest net degree at the start of global routing;38;
Arrival @ worst endpoint;8950;ps
synthesized area;5180;um^2
via density per instance;5.10;
port bufs;160;
Complex Gates by Area;0.261;
number of logged tool warnings;25;
layout cells sized above 1;0.122;
CTS Buffer Depth;2;
final hold violation count;0;
setup violators final;0;
Root Driver;clkbuf_16;
xor+xnor area frac;0;
Final ANT Viol Nets;0;
Layout area overhead;35.3;%
die area;13400;um^2
vias in the first global route;4305;
post-DP HPWL;11.2;mm
core footprint;12600;um^2
DR pass1 iterations;4;
GR Util met3;0.0330;
simple-gate portion of the synthesized area;0.0910;
Worst setup SP type;primary input;
cell type with the largest total area;ha_1;
worst hold path cell count;3;
Hold Crit Class;in -> reg;
worst slew pin tran;615;ps
setup TNS;0;ps
post-CTS setup repair buffer count;0;
DRT iter0 DRCs;179;
max FFs per register;31;
most common cell in the netlist;inv_1;
fp util;0.411;
maxcap violations;0;
number of remaining DRC errors;0;
yosys synthesis chip area;5180;um^2
GRT Total Usage;0.206;
CTS tree;done;
Max Slew Vio Count;0;
via count;4357;
cells resized by post-CTS repair;0;
Post-synth regs;31;
Max Clk Rate;0.113;GHz
RSZ-0062 raised after global routing;no;
Power, Total;417;uW
critical path capture point type;flip-flop;
fin crit share;0.526;
Crit Path Class;in -> reg;
Post-Syn Instances;528;
Yosys Warn Count;1;
initial antenna violation count;0;
row cnt;41;
post-synthesis mux area share;0.133;
Slew headroom;0.590;
Leak Pwr;3.51;nW
GR Util met1;0.286;
yosys cell count;528;
Final min period;8840;ps
Clock transition at path regs;50;ps
Num CTS Buffers;5;
Seq share, synth;0.180;
Synth logic family;AND-OR/OR-AND gates;
top_reg_cell synth;edfxtp_1;
Synth top cells by count;100 x inv_1, 93 x ha_1, 61 x a21oi_1;
number of synthesized flops with an enable pin;31;
TritonCTS Sinks;31;
die width;116;um
ys async rst share;0;
PwrDens;59.4;nW/um^2
# diodes;0;
htree depth;2;
status;finished, final reports clean;
hold slack;3950;ps
met2 Usage GRT;0.360;
drt wl/cell;15.6;um
grt peak-use layer;met2;
synthesized-area fraction occupied by adder cells;0.225;
io pins;162;
Cell Type Count;51;
Worst EP required;16910;ps
Top cell area share;0.225;
wirelength, routed;13.3;mm
-- metrics by stage --
| stage | utilization | setup WS [ps] | cell area [um^2] | cells |
|---|---|---|---|---|
| 2_1_floorplan | - | 9520 | 5180 | 528 |
| 3_3_place_gp | 0.545 | 7810 | 6880 | 848 |
| 3_5_place_dp | 0.545 | 7670 | 6880 | 848 |
| 4_1_cts | 0.556 | 7940 | 7010 | 854 |
| 5_1_grt | 0.556 | 7620 | 7010 | 854 |
| 6_report | 0.556 | 7960 | 7010 | 854 |
-- layout by cell type (no fill, tap or decap), types with 2 or more instances in the layout --
cell type        Yosys  layout
clkdlybuf4s50_1      0     160
inv_1              100     100
ha_1                93      93
a21oi_1             61      61
edfxtp_1            31      31
a22oi_4             30      30
mux2i_1             29      29
mux2i_2             29      29
o21ai_0             18      18
nand3_1             15      15
nand2_1             15      15
nand4_1             15      15
nor2_1              11      11
buf_4                5       8
a211oi_1             5       5
nor2b_1              5       5
clkbuf_16            0       5
a221oi_1             4       4
nor4_1               3       3
nand3b_1             3       3
a21o_1               3       3
a22oi_1              3       3
o311a_1              3       3
nand4_2              2       2
nor3_1               2       2
o31ai_1              2       2
nand2b_1             2       2
-- layer usage --
metal / up-vias / part of all wire
li1: 2254 / -
met1: 1969 / 0.45
met2: 130 / 0.49
met3: 4 / 0.058
met4: 0 / 0.0042
met5: - / 0
-- worst max-delay path, stage by stage --
cell and delay, ps:
clkdlybuf4s50_1 530, inv_1 60, ha_1 310, nand4_2 150, or4_4 550, a2111oi_4 440, o31a_4 340, buf_4 560
a22oi_1 190, ha_1 360, a21oi_1 150, a21oi_1 80, o31a_1 270, o21ai_0 140, a21oi_1 120, o21ai_4 520
buf_4 510, mux2i_2 250
-- cell type report --
class	instances	area, um^2
repair buffers	168	1660
clock buffers	6	129
fillers	1147	5610
multi-input cells	377	3700
well taps	172	215
inverters	100	375
flip-flops and latches	31	931
-- where the power goes --
part | internal, mW | leakage [nW] | switching, mW
logic | 0.122 | 3.15 | 0.105
clock network | 0.0530 | 0.0628 | 0.0283
registers | 0.104 | 0.301 | 0.00501
total | 0.279 | 3.51 | 0.138
-- path summary, 6_finish.rpt --
check,to,startpoint,slack (ps)
worst max-delay path,selected[6],v4[29],7960
worst min-delay path,selected[0],v3[0],3950
-- cells by family after synthesis --
group,Yosys count
multiplexers,58
buffers and inverters,120
adder cells (fa/ha/maj),93
flip-flops,31
AND/OR/NAND/NOR,82
AND-OR/OR-AND,143
other,1
No activity file was given, so power comes from the tool's default toggle rates.
