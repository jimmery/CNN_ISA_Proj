==> design/flow/run.sh <==
#!/bin/bash
# OpenROAD 26Q1-2900-gdf79404cd8, Yosys 0.63+post, stock flow scripts
make -C /OpenROAD-flow-scripts/flow DESIGN_CONFIG=/design/flow/config.mk WORK_HOME=/design/flow/orfs finish
==> design/flow/config.mk <==
export PLATFORM = sky130hd
export DESIGN_NAME = max
export DESIGN_NICKNAME = max
export VERILOG_FILES = /design/flow/design.v
export SDC_FILE = /design/flow/constraint.sdc
export NUM_CORES = 4
export LEC_CHECK = 1
export CORE_UTILIZATION = 50
==> design/flow/constraint.sdc <==
current_design max

set clk_period 5.7
set clk_io_pct 0.2

create_clock -name clk0 -period $clk_period [get_ports {clk}]

set non_clock_inputs [all_inputs -no_clocks]
set_input_delay [expr $clk_period * $clk_io_pct] -clock clk0 $non_clock_inputs
set_output_delay [expr $clk_period * $clk_io_pct] -clock clk0 [all_outputs]
==> design/flow/design.v <==
module max( input [31:0] i1, 
            input [31:0] i2,
            input en,  
            input clk, 
            output reg [31:0] max); 
    initial begin
        max = 0;
    end
    always @ (posedge clk) begin
        if (en) begin
            if (i1[31]) begin
                if (i2[31])
                    max = 0;
                else
                    max = i2;
            end else begin
                if (i2[31])
                    max = i1;
                else if (i1[30:0] > i2[30:0])
                    max = i1;
                else
                    max = i2;
            end
        end else begin
            max = 0;
        end
    end
endmodule
==> qor.txt <==
status: completed
die x size: 75.6 µm
global-route wire length before repair: 10800 µm
I/O Buffers: 96
critical-path cell list: clkdlybuf4s50_1 > inv_1 > ha_1 > nand4_1 > or4_4 > nor2_2 > a2111oi_0 > or4b_2 > buf_4 > o221ai_2
Synthesis Warnings: 1
Clock Pin Slew Worst Setup and Hold Paths: 0.07 ns
clock sinks: 31
aggregate global routing overflow: 0
drt first-iter violations: 176
Final period util: 0.720
Max Clk Rate: 0.244 GHz
met2 Use GR: 0.397
cell family with most CP delay: simple AND/OR/NAND/NOR gates
GR Util met1: 0.371
Critical path buffers and inverters: 3
vias per cell: 5.91
Yosys top cell by area: dfxtp_1
final instance area: 0.00372 mm²
DRC: 0
Hold Slack: 1.48 ns
Placed Cells: 446
RSZ-0062 raised after global routing: no
critical path class: in -> reg
largest net degree at the start of global routing: 61
die height: 75.6 µm
P_leak: 0.00155 µW
DRT antenna net count: 0
Tot GR Track Use: 0.247
Commonest cells post-synth: inv_1 (34), nand3_1 (32)
gp weighted congestion: 0.814
max reg flops: 31
Slowest-stage cell, CP: or4b_2
Hold-fix buffers, CTS: 0
chip area: 0.00571 mm²
Ports: 98
Final Hold Fails: 0
DP Area: 0.00363 mm²
Yosys Chip Area: 0.00271 mm²
area share, top type: 0.229
Pwr Density: 168 mW/mm²
CTS root buf: clkbuf_8
core box area: 0.00517 mm²
postcts setup bufs: 0
ys async rst share: 0
Mapped Area: 0.00271 mm²
post_cts resized: 0
count leader, synth: inv_1
Req. time, crit path: 5.91 ns
Setup crit end kind: flop
Tightest Hold Check Type: in -> reg
Top cells by area: dfxtp_1 (23%), o221ai_2 (16%), ha_1 (14%)
main flop type: dfxtp_1
Non-Filler Instances: 454
final setup fails: 0
Slew HR: 0.405
ANT cells: 0
Vias: 2684
max cap viols: 0
Seq share, synth: 0.229
met3 Use GR: 0.0375
peak supply drop: 0.000113 V
synthesized netlist cell count: 305
count of cell types in the netlist: 36
final core utilization: 0.718
Mean Syn Cell Area: 8.87 µm²
Startpoint Class: input port
share of post-route cells with drive strength above 1: 0.130
total CTS buffers: 5
H-tree levels: 2
WL final: 6750 µm
TritonCTS clock tree: built
number of enable flip-flop cells: 0
router iterations before antenna repair: 4
worst-margin pin slew: 0.891 ns
antenna violations before repair: 0
flops & latches, synth: 31
Crit path largest cell delay: 0.83 ns
Setup TNS Final: 0 ns
post-route minimum period: 4.10 ns
Critical Path Fanout Max: 22
CP arrival: 4.31 ns
Top Usage Layer GRT: met2
OpenROAD warning count: 26
dpl hpwl: 4560 µm
Initial Util: 0.523
Slew Limit Fails: 0
number of global-route vias before repair: 2278
CTS max path bufs: 2
drt wl/cell: 14.9 µm
FP Rows: 26
number of cells in Yosys stat: 305
Area Overhead vs Synth: 37.3%
[worst paths after layout]
kind    from       to  slack [ns]  cells after the start
min   i2[30]  max[30]        1.48                      3
max   i2[26]  max[14]        1.60                     10
[where the power goes]
group / internal, µW / switching, µW
Sequential: 236 / 5.39
Combinational: 120 / 91.5
Clock: 85.7 / 85.8
[cell usage in the layout, fill, tap and decap left out, types with 2 or more instances in the layout]
cell type	synthesis	final
clkdlybuf4s50_1	0	96
inv_1	34	34
nand3_1	32	32
and3_1	31	31
a32oi_1	31	31
ha_1	31	31
dfxtp_1	31	31
o221ai_2	28	28
a21oi_1	12	12
nand2_1	7	7
nand4_1	6	6
buf_4	1	6
o21ai_0	5	5
clkbuf_8	0	5
nor2_1	3	3
a221oi_1	2	2
or4_4	2	2
a211oi_1	2	2
nand2b_1	2	2
o211ai_2	2	2
clkbuf_1	19	2
[metrics by stage]
step	setup WS, ns	power (µW)
after floorplan	2.34	348
after global placement	1.36	455
after detailed placement	1.32	457
after CTS	1.60	628
after global routing	1.42	666
final	1.60	624
[area by class of cell]
type | count | area [µm²]
Tap cell | 70 | 87.6
Sequential cell | 31 | 621
Timing Repair Buffer | 102 | 1010
Clock buffer | 7 | 76.3
Inverter | 34 | 128
Fill cell | 404 | 1460
Multi-Input combinational cell | 209 | 1790
Clock inverter | 1 | 5.00
[routing by layer]
| layer | wire [µm] | vias to the layer above |
|---|---|---|
| li1 | - | 1348 |
| met1 | 3230 | 1257 |
| met2 | 3120 | 74 |
| met3 | 337 | 5 |
| met4 | 61 | 0 |
| met5 | 0 | - |
[kinds of logic (layout without fill, tap and decap cells)]
logic type               Yosys count  count (layout)  synth area share
AND-OR/OR-AND                     87              87             0.324
adder cells (fa/ha/maj)           31              31             0.143
buffers and inverters             65             144             0.111
flip-flops                        31              31             0.229
other                              1               1           0.00139
AND/OR/NAND/NOR                   90              90             0.191
Power is estimated from default activity; no workload was simulated.
